### run.sh
#!/bin/bash
# OpenROAD 26Q1-2900-gdf79404cd8, Yosys 0.63+post, stock flow scripts
make -C /OpenROAD-flow-scripts/flow DESIGN_CONFIG=/design/flow/config.mk WORK_HOME=/design/flow/orfs finish
### config.mk
export PLATFORM = sky130hd
export DESIGN_NAME = instrQueue
export DESIGN_NICKNAME = instrQueue
export VERILOG_FILES = /design/flow/design.v
export SDC_FILE = /design/flow/constraint.sdc
export NUM_CORES = 4
export LEC_CHECK = 1
export CORE_UTILIZATION = 40
### constraint.sdc
current_design instrQueue

set clk_period 5.8
set clk_io_pct 0.2

create_clock -name clk0 -period $clk_period [get_ports {CLK}]

set non_clock_inputs [all_inputs -no_clocks]
set_input_delay [expr $clk_period * $clk_io_pct] -clock clk0 $non_clock_inputs
set_output_delay [expr $clk_period * $clk_io_pct] -clock clk0 [all_outputs]
### design.v
module instrQueue(CLK, CLR, cheio, vazio, adc, rtr, instrIn, instrOut);	 
	input CLK, CLR, adc, rtr;
	input [15:0] instrIn;
	output cheio, vazio;
	output reg [15:0] instrOut;
	reg [2:0] frente, tras;	 
	reg [7:0] iValid;			 
	reg [15:0] instrs[7:0];	 
	assign cheio = iValid[0] & iValid[1] & iValid[2] & iValid[3] & iValid[4] & iValid[5] & iValid[6] & iValid[7];
	assign vazio = ~iValid[0] & ~iValid[1] & ~iValid[2] & ~iValid[3] & ~iValid[4] & ~iValid[5] & ~iValid[6] & ~iValid[7];
	always @(posedge CLK, posedge CLR) begin
		if (CLR) begin	 
			iValid[7:0] = 8'b0;
			frente = 3'b0;
			tras = 3'b0;
		end else begin
			if (adc && ~cheio) begin	 
				instrs[tras] = instrIn;
				iValid[tras] = 1'b1;
				tras = tras + 1'b1;
			end
			if (rtr) begin
				if (~vazio) begin		 
					instrOut = instrs[frente];
					iValid[frente] = 1'b0;
					frente = frente + 1'b1;
				end
			end
		end
	end
endmodule
==> results.txt <==
setup ws final: 2360 ps
Clk Latency, worst-skew pair: 420 ps
fill cell total of the finished layout: 1,635
flip-flops with a built-in enable: 144
Async SR Flop Fraction: 0.0886
detail-routed net length per standard cell: 21.1 microns
leading post-synthesis cells by instance count: 144 x sky130_fd_sc_hd__edfxtp_1, 121 x sky130_fd_sc_hd__mux2_2, 29 x sky130_fd_sc_hd__nor2_1, 24 x sky130_fd_sc_hd__a21oi_1, 20 x sky130_fd_sc_hd__a22oi_1
chip height: 142 microns
post-route antenna net violation count: 0
buffers from clock root to sink, at most: 2
Setup WS pre-CTS: 1940 ps
Slew Viols, Final: 0
worst setup slack for register-to-register paths: 2540 ps
arrival time at the worst endpoint: 3600 ps
global placement routability congestion: 0.825
num ports: 38
hold violation total from the final report: 0
cell chosen for the clock root: sky130_fd_sc_hd__clkbuf_16
number of antenna violations at the first check in global routing: 0
Most common reg cell: sky130_fd_sc_hd__edfxtp_1
Core Util at FP: 0.414
vias in the first global route: 5,021
quantity of hold-fixing buffers added after cts: 0
core area: 19,000 sq um
cells traversed along the worst timing path: clkdlybuf4s50_1 > and2b_2 > o21ai_4 > nor4_4 > buf_4 > mux2_2 > mux2_1 > a221o_1
total antenna diodes in the routed design: 0
area growth from synthesis to final layout: 16.5%
GR Overflow Total: 0
Iteration-0 DRC Markers: 309
headroom to the max-slew limit: 0.395
routed via count: 4,768
stage-log warning count: 38
proportion of layout cells with a drive suffix above 1: 0.317
TritonCTS clock tree: yes
synth warn: 2
maxcap violations: 0
Yosys cell types: 50
unrepaired setup endpoints after global routing: no
sequential area share after synthesis: 0.595
Synth area leaders: sky130_fd_sc_hd__edfxtp_1 55%, sky130_fd_sc_hd__mux2_2 17%, sky130_fd_sc_hd__dfrtp_1 4.5%, sky130_fd_sc_hd__ha_1 2.7%, sky130_fd_sc_hd__a22oi_1 1.9%
pin count of the biggest net entering global routing: 143
number of levels in the clock H-tree: 4
critical path's slowest cell: sky130_fd_sc_hd__clkdlybuf4s50_1
DRC errors left: 0
Worst Max-Slew Pin Slew: 907 ps
Yosys top cell by area: sky130_fd_sc_hd__edfxtp_1
number of logic stages on the critical path including buffering: 8
min Tclk post-route: 3440 ps
area reported by Yosys stat: 7850 sq um
area share of the largest cell type after synthesis: 0.551
final tally of setup violations: 0
endpoint of the lowest-slack register-to-register path: instrOut[11]
total of cells resized after clock tree synthesis: 0
Total Die Area: 20,200 sq um
number of detailed-route iterations in the first pass: 4
peak supply drop: 0.255 mV
post-detail-place hpwl: 10.5 mm
classification of the worst-slack hold path: reg2reg
number of cell instances after yosys synthesis: 525
kind of end point of the critical path: flip-flop
beginning of the worst register-to-register path: tras[0]
buffer-and-inverter tally for the worst setup path: 2
row cnt: 50
first-pass GRT wire length: 28.5 mm
status: finished, final reports clean
area occupied by multi-input gates: 2980 sq um
leakage power: 3.21 nW
clock input transition at the sequential cells of the worst setup and hold paths: 60 ps
Total Neg Setup Slack: 0 ps
CP Data Required Time: 5960 ps
share of the cycle needed by the critical path after routing: 0.593
syn_area_per_cell: 15.0 sq um
timing-limited maximum frequency: 291 MHz
critical path type: in2reg
final setup skew: 8.61 ps
family with the most delay on the worst path: buffers and inverters
PwrDens: 571 nW/um^2
maximum fanout encountered on the critical timing path: 16
clock tree sinks: 158
count of buffers added by post-CTS timing repair for setup: 0
most instantiated library cell after synthesis: sky130_fd_sc_hd__edfxtp_1
all-layer global routing usage: 0.200
number of buffers inserted during clock tree synthesis: 17
logic depth of the worst register-to-register path: 10
total routed wirelength: 17.8 mm
crit path launch type: input port
synthesized area: 7850 sq um
critical path startpoint: adc
Sequential cell area: 4670 sq um
I/O Buffers: 37
worst setup path end: instrOut[11]
width of the die: 142 microns
per-cell via count in the routed design: 5.65
Synth flops: 158
longest individual stage delay on the worst path: 600 ps
post-synthesis cell count: 525
## logic make-up (layout without fill, tap and decap cells)
group | after synthesis | in the layout | synth area share
DFF | 158 | 158 | 0.595
muxes | 139 | 139 | 0.199
AOI/OAI and AO/OA | 107 | 107 | 0.106
and+or+nand+nor | 62 | 62 | 0.0446
buffers and inverters | 40 | 99 | 0.0255
adders and majority gates | 17 | 17 | 0.0271
xor gates and xnor gates | 2 | 2 | 0.00223
## power breakdown
| part | internal [W] | total [W] | switching [W] |
|---|---|---|---|
| clock | 0.000714 | 0.00115 | 0.000435 |
| combinational | 0.00102 | 0.00219 | 0.00117 |
| sequential | 0.00174 | 0.00188 | 0.000142 |
| total | 0.00348 | 0.00523 | 0.00175 |
## state kept, by name (all words and copies together), names as in the netlist
signal,flops
frente,3
iValid,8
instrOut,16
instrs,128
tras,3
## through the flow
stage | power [W] | area, sq um | utilization | hold slack, ps | cells
4_1_cts | 0.00527 | 9150 | 0.483 | 558 | 844
3_3_place_gp | 0.00404 | 8540 | 0.451 | 534 | 812
2_1_floorplan | 0.00344 | 7850 | - | 515 | 525
6_report | 0.00523 | 9150 | 0.483 | 558 | 844
3_5_place_dp | 0.00410 | 8540 | 0.451 | 544 | 812
5_1_grt | 0.00555 | 9150 | 0.483 | 571 | 844
## cells in the final DEF, fill, tap and decap left out, drive strengths merged, types with 4 or more instances in the layout
master,synthesis,routed
a211oi,4,4
a21oi,24,24
a22oi,20,20
a2bb2o,8,8
a2bb2oi,4,4
a31oi,11,11
and2,4,4
buf,13,17
bufinv,0,4
clkbuf,14,19
clkdlybuf4s50,0,37
clkinv,1,8
dfrtp,14,14
edfxtp,144,144
ha,17,17
inv,12,12
mux2,131,131
mux2i,8,8
nand2,10,10
nand3,5,5
nor2,30,30
nor3,4,4
o21ai,6,6
o311ai,6,6
## how the worst min path moves through the flow
stage,start,end,depth (start not counted)
4_1_cts,instrs[2][9],instrs[2][9],1
5_1_grt,instrs[3][13],instrs[3][13],1
6_report,instrs[2][9],instrs[2][9],1
## per-layer routing
metal | GRT usage | part of all wire | vias to the layer above | wire length [microns]
met5 | 0 | 0 | - | 0
met4 | 0.0300 | 0.018 | 0 | 318
met3 | 0.0795 | 0.087 | 23 | 1560
met2 | 0.298 | 0.46 | 163 | 8260
met1 | 0.299 | 0.43 | 2404 | 7660
li1 | - | - | 2178 | -
## cell type report
cell class / instances / share of cell area
Clock buffer: 19 / 0.0473
Clock inverter: 13 / 0.0187
Tap cell: 260 / 0.0356
Inverter: 13 / 0.00561
Sequential cell: 158 / 0.511
Multi-Input combinational cell: 327 / 0.326
Timing Repair Buffer: 54 / 0.0558
Power is estimated from default activity; no workload was simulated.

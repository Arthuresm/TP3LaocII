## flow/design.v

```verilog
module LSRS(ID_in, CLK, CLR, start, busy, clockInstr, Valor1, Valor2, Valor3, OP_Rd, despacho, ID_out, confirma, CDB, CLK_instr, IRout, depR0, dataR0, depR1, dataR1 );
	input CLK, CLR, start;
	input confirma;
	input [3:0]ID_in;
	input [19:0] CDB;
	input [15:0]IRout;		 
	input [2:0] depR0, depR1;
	input [15:0] dataR0, dataR1;
	input [9:0] CLK_instr;
	output reg [3:0]ID_out;
	output reg busy;
	output reg despacho;
	output reg [5:0]OP_Rd;
	output reg [15:0] Valor1, Valor2, Valor3;
	output reg [9:0] clockInstr;
	reg [1:0] cont;
	reg [6:0]Offset;
	reg [15:0] Vj, Vk;	 
	reg [3:0] Qj, Qk;		 
	reg [5:0] OPcode;
	always @(posedge CLK, posedge CLR)begin
		if(CLR)begin
				busy = 1'b0;
				Vj = 16'b0;
				Vk = 16'b0;
				Qj = 4'b0000;
				Qk = 4'b0000;
				OPcode = 6'b0;
				cont = 2'b0;
				clockInstr = 10'b0;
				Offset = 7'b0;
				Valor3 = 16'b0;
		end else begin
			case(cont)
				2'b00: begin
						if(start)begin
							busy = 1'b1;
							Vj = dataR0;
							Vk = dataR1;
							Qj = depR0;
							Qk = depR1;
							OPcode = IRout[5:0];
							Offset = IRout[15:9];
							cont = 2'b01;
							clockInstr = CLK_instr;
						end
				end
				2'b01: begin
						if(OPcode[2:0] == 3'b011) begin  
							if(Qk != 4'b0000)begin	 
								if(CDB[19:16] == Qk)begin
									Vk = CDB[15:0];
									Qk = 4'b0000;
								end
							end else begin
								despacho = 1'b1;	 
								Valor1 = Offset;	 
								Valor2 = Vk;		 
								OP_Rd = OPcode;	 
								ID_out = ID_in;	 
								cont = 2'b10;
							end
						end
						if(OPcode[2:0] == 3'b100) begin	 
							if(Qj != 3'b000 || Qk != 3'b000)begin	 
								if(CDB[19:16] == Qj)begin
									Vj = CDB[15:0];
									Qj = 3'b000;
								end
								if(CDB[19:16] == Qk)begin
									Vk = CDB[15:0];
									Qk = 4'b0000;
								end
							end else begin
								despacho = 1'b1;
								Valor1 = Offset;
								Valor2 = Vk;
								OP_Rd = OPcode;
								ID_out = ID_in;
								cont = 2'b10;
								Valor3 = Vj;		 
							end
						end
				end
				2'b10: begin
						if(confirma)begin		 
								busy = 1'b0;	 
								Vj = 16'b0;
								Vk = 16'b0;
								Qj = 4'b0000;
								Qk = 4'b0000;
								OPcode = 6'b0;
								cont = 2'b0;
								despacho = 1'b0;
								Offset = 7'b0;
						end
				end
			endcase
		end
	end
endmodule
```

## flow/run.sh

```bash
#!/bin/bash
# OpenROAD 26Q1-2900-gdf79404cd8, Yosys 0.63+post, stock flow scripts
make -C /OpenROAD-flow-scripts/flow DESIGN_CONFIG=/design/flow/config.mk WORK_HOME=/design/flow/orfs finish
```

## flow/config.mk

```make
export PLATFORM = sky130hd
export DESIGN_NAME = LSRS
export DESIGN_NICKNAME = LSRS
export VERILOG_FILES = /design/flow/design.v
export SDC_FILE = /design/flow/constraint.sdc
export NUM_CORES = 4
export LEC_CHECK = 1
export CORE_UTILIZATION = 30
```

## flow/constraint.sdc

```tcl
current_design LSRS

set clk_period 7.1
set clk_io_pct 0.2

create_clock -name clk0 -period $clk_period [get_ports {CLK}]

set non_clock_inputs [all_inputs -no_clocks]
set_input_delay [expr $clk_period * $clk_io_pct] -clock clk0 $non_clock_inputs
set_output_delay [expr $clk_period * $clk_io_pct] -clock clk0 [all_outputs]
```

==> reports/README.md <==
| Item | This run | Unit |
|---|---|---|
| Switching power as a share of total power | 21.3 | % |
| Clock share of power | 46.2 | % |
| Share of layout cells above drive strength 1 | 19.8 | % |
| Post-synth regs | 125 | - |
| Number of cells on the worst reg-to-reg path | 5 | - |
| WHS Endpoint | busy | - |
| Worst Path Arrival | 3550 | ps |
| Share of power burned in registers | 46.7 | % |
| Top area contributor share | 37.1 | % |
| Pin slew with the least headroom to its limit | 849 | ps |
| FP Rows | 48 | - |
| Final setup skew | 7.92 | ps |
| Final core area utilization | 44.5 | % |
| Post-route design area | 0.00780 | mm2 |
| Number of diodes added for antenna fixing | 0 | - |
| Largest net degree at the start of global routing | 61 | - |
| Routed length per instance | 18.0 | um |
| Run status | completed | - |
| Number of buffers inserted during clock tree synthesis | 17 | - |
| Number of cells in Yosys stat | 397 | - |
| Number of levels the H-tree was split into | 4 | - |
| Worst hold path stage count | 1 | - |
| Maximum achievable frequency | 0.308 | GHz |
| Number of warnings printed during yosys synthesis | 1 | - |
| Overall die height | 137 | um |
| Number of hold buffers added after cts | 0 | - |
| Destination of the worst register-to-register timing path | Vk[2] | - |
| Cell taking the most area after synthesis | sky130_fd_sc_hd__dfrtp_1 | - |
| Sum of negative setup slack | 0 | ps |
| Core area | 0.0175 | mm2 |
| Total instance count after detailed placement | 763 | - |
| Max FO, Critical Path | 17 | - |
| WP data required | 7410 | ps |
| Switching power | 359 | uW |
| Number of global-route vias before repair | 3,992 | - |
| I/O pins | 162 | - |
| Number of detailed-route iterations in the first pass | 6 | - |
| Top post-synthesis cells by area | sky130_fd_sc_hd__dfrtp_1 (37%), sky130_fd_sc_hd__edfxtp_1 (24%), sky130_fd_sc_hd__mux2_2 (12%) | - |
| Dpl cell area | 0.00727 | mm2 |
| Clk latency late pin | 410 | ps |
| Headroom to the max-slew limit | 43.3 | % |
| Unrepaired setup endpoints after global routing | false | - |
| Initial antenna violation count | 0 | - |
| Core Density at Floorplan | 31.2 | % |
| Launching element type of the critical path | input port | - |
| Overall routing resource usage | 16.3 | % |
| Area added between synthesis and finish | 42.8 | % |
| Wire length of the first global-routing pass | 22.2 | mm |
| Avg Cell Area, Syn | 13.8 | um2 |
| Cells after synthesis | 397 | - |
| Number of DRC markers after the initial detailed-route iteration | 177 | - |
| Total global routing overflow | 0 | - |
| Post-route clock period utilization | 45.7 | % |
| Primary FF master, synth | sky130_fd_sc_hd__dfrtp_1 | - |
| Total Die Area | 0.0188 | mm2 |
| Internal cell power | 1320 | uW |
| Clock buffer depth | 2 | - |
| Internal reg-to-reg setup slack | 4320 | ps |
| Setup-failing EPs final | 0 | - |
| Sum of internal, switching and leakage power | 1680 | uW |
| Count of antenna-violating nets left after detailed routing | 0 | - |
| Clock Sink Count | 125 | - |
| Number of distinct library cells after synthesis | 48 | - |
| Type of the tightest min-delay check | reg2reg | - |
| Clock transition at path regs | 60 | ps |
| Post-CTS setup repair buffer count | 0 | - |
| Time the final worst path needs with I/O delays and setup | 3250 | ps |
| Portion of the post-synthesis area used by sequential elements | 61.2 | % |
| Startpoint of the lowest-slack hold path | busy | - |
| Number of vias per cell after detailed routing | 4.87 | - |
| Total power divided by cell area | 216 | mW/mm2 |
| Tally of buffers added on design ports | 158 | - |
| # Max-Cap Violations | 0 | - |
| Post_cts resized | 0 | - |
| Reg-to-reg startpoint | Qk[0] | - |
| Endpoint type of the worst setup path | register | - |
| Number of remaining DRC errors | 0 | - |
| Clock root buffer | sky130_fd_sc_hd__clkbuf_16 | - |
| Count of flip-flops with a built-in enable after synthesis | 43 | - |
| TritonCTS clock tree | built | - |
| Final cell count without fillers | 795 | - |
| Total wirelength of the detailed-routed design | 14.3 | mm |
| Die width | 137 | um |
| Tally of OpenROAD warnings | 28 | - |
| Type of the worst setup path | in2reg | - |
| Worst VDD drop | 0.158 | mV |
| Synthesized chip area reported by yosys | 0.00546 | mm2 |
| Final slew viol count | 0 | - |
| Share of power burned in combinational logic | 7.1 | % |
| Cell Area, Synth | 0.00546 | mm2 |
| Leak pwr | 0.00317 | uW |
| Global placer's final weighted congestion | 0.841 | - |
| DR vias | 3,871 | - |
| Number of failing hold endpoints at the final stage | 0 | - |
| Estimated wirelength of the detail-placed design | 9.77 | mm |
| Async SR Flop Fraction | 65.6 | % |
==> per-layer routing <==
| metal | track usage [%] | wire length, um |
|---|---|---|
| met5 | 0 | 0 |
| met4 | 2.26 | 231 |
| met3 | 4.12 | 850 |
| met2 | 24.0 | 6600 |
| met1 | 25.9 | 6590 |
==> synth_stat cells, types with 2 or more instances <==
| cell | n |
|---|---|
| sky130_fd_sc_hd__xnor2_1 | 4 |
| sky130_fd_sc_hd__buf_6 | 3 |
| sky130_fd_sc_hd__buf_2 | 8 |
| sky130_fd_sc_hd__a21o_1 | 3 |
| sky130_fd_sc_hd__mux2_2 | 56 |
| sky130_fd_sc_hd__nor2b_1 | 11 |
| sky130_fd_sc_hd__nand3b_1 | 2 |
| sky130_fd_sc_hd__nand3_1 | 17 |
| sky130_fd_sc_hd__nor2_1 | 9 |
| sky130_fd_sc_hd__o211ai_1 | 10 |
| sky130_fd_sc_hd__inv_1 | 4 |
| sky130_fd_sc_hd__o211ai_2 | 5 |
| sky130_fd_sc_hd__a21oi_1 | 3 |
| sky130_fd_sc_hd__or4_4 | 2 |
| sky130_fd_sc_hd__xor2_1 | 3 |
| sky130_fd_sc_hd__a22o_1 | 19 |
| sky130_fd_sc_hd__nor3_1 | 2 |
| sky130_fd_sc_hd__o2bb2ai_1 | 14 |
| sky130_fd_sc_hd__o21ai_0 | 5 |
| sky130_fd_sc_hd__a22oi_1 | 31 |
| sky130_fd_sc_hd__and2_1 | 2 |
| sky130_fd_sc_hd__clkbuf_1 | 12 |
| sky130_fd_sc_hd__nand2b_1 | 3 |
| sky130_fd_sc_hd__nand2_1 | 23 |
| sky130_fd_sc_hd__edfxtp_1 | 43 |
| sky130_fd_sc_hd__dfrtp_1 | 81 |
==> critical path, cell delays in order <==
cell                              delay (ps)
sky130_fd_sc_hd__clkdlybuf4s50_1         510
sky130_fd_sc_hd__xnor2_1                 140
sky130_fd_sc_hd__nand4_1                 150
sky130_fd_sc_hd__o21bai_2                420
sky130_fd_sc_hd__or2_1                   590
sky130_fd_sc_hd__o311ai_1                330
==> power groups by stage <==
stage	Combinational, uW	Sequential [uW]	Clock (uW)
after CTS	121	786	798
final	119	786	778
after global routing	130	789	830
==> per-stage QoR <==
stage | hold slack, ps | setup slack, ps
2_1_floorplan | 426 | 3460
3_3_place_gp | 463 | 3430
3_5_place_dp | 469 | 3380
4_1_cts | 486 | 3820
5_1_grt | 494 | 3650
6_report | 480 | 3850
==> flip-flops by register name (all words and copies together) (netlist names), 7 cells and up <==
name	flops
Vk	16
Valor3	16
Valor2	16
Offset	7
Vj	16
clockInstr	10
Valor1	16
==> how the worst max path moves through the flow <==
stage / startpoint / to / depth (start not counted) / slack [ps]
5_1_grt: CDB[18] / Vk[15] / 6 / 3650
6_report: CDB[16] / Vk[15] / 6 / 3850
4_1_cts: CDB[18] / Vk[15] / 6 / 3820
==> cell usage in the layout, fill, tap and decap left out, types with 4 or more instances in the layout <==
| master | n |
|---|---|
| sky130_fd_sc_hd__o2bb2ai_1 | 14 |
| sky130_fd_sc_hd__o211ai_1 | 10 |
| sky130_fd_sc_hd__nand2_1 | 23 |
| sky130_fd_sc_hd__a22oi_1 | 31 |
| sky130_fd_sc_hd__xnor2_1 | 4 |
| sky130_fd_sc_hd__clkinv_2 | 8 |
| sky130_fd_sc_hd__edfxtp_1 | 43 |
| sky130_fd_sc_hd__clkbuf_16 | 18 |
| sky130_fd_sc_hd__buf_4 | 9 |
| sky130_fd_sc_hd__o211ai_2 | 5 |
| sky130_fd_sc_hd__mux2_2 | 56 |
| sky130_fd_sc_hd__o21ai_0 | 4 |
| sky130_fd_sc_hd__nor2_1 | 8 |
| sky130_fd_sc_hd__a22o_1 | 19 |
| sky130_fd_sc_hd__nor2b_1 | 11 |
| sky130_fd_sc_hd__dfrtp_1 | 81 |
| sky130_fd_sc_hd__nand3_1 | 17 |
| sky130_fd_sc_hd__clkdlybuf4s50_1 | 158 |
==> kinds of logic (layout without fill, tap and decap cells) <==
| logic type | Yosys count | in the layout | share of synthesized area, % |
|---|---|---|---|
| xor+xnor | 7 | 7 | 1.12 |
| compound gates | 100 | 100 | 15.4 |
| simple gates | 79 | 79 | 7.81 |
| buf+inv | 30 | 203 | 2.93 |
| flops | 125 | 125 | 61.2 |
| mux | 56 | 56 | 11.5 |
==> layout make-up <==
type                            count  area [um2]
Tap cell                          225         282
Multi-Input combinational cell    242        1970
Sequential cell                   125        3340
Fill cell                        1544        9730
Clock buffer                       21         472
Inverter                            4        16.3
Clock inverter                     11        66.3
Timing Repair Buffer              167        1650
No activity file was given, so power comes from the tool's default toggle rates.

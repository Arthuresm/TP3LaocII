### design/flow/design.v
module registerFile(CLK, CLR, wren, numW, depW, wdep, depID, dadoDep, dataW, numR0, depR0, dataR0, numR1, depR1, dataR1);
	input CLK, CLR, wren, wdep;
	input [2:0] numW, numR0, numR1, depID; 	 
	input [3:0] depW, dadoDep;
	input [15:0] dataW; 	 
	output reg [3:0] depR0, depR1;		 
	output reg [15:0] dataR0, dataR1;	 
	reg [15:0] regs[7:0];	 
	reg [3:0] depRegs[7:0];	 
	reg [2:0] R0, R1;		 
	always @(posedge CLK, posedge CLR) begin
		if (CLR) begin	 
			regs[0] = 16'b01;
			regs[1] = 16'b010;
			regs[2] = 16'b011;
			regs[3] = 16'b0100;
			regs[4] = 16'b0101;
			regs[5] = 16'b0110;
			regs[6] = 16'b0111;
			regs[7] = 16'b00011000;
			depRegs[0] = 4'b0;
			depRegs[1] = 4'b0;
			depRegs[2] = 4'b0;
			depRegs[3] = 4'b0;
			depRegs[4] = 4'b0;
			depRegs[5] = 4'b0;
			depRegs[6] = 4'b0;
			depRegs[7] = 4'b0;
		end else begin
			if (wren) begin				 
				if (depW == 4'b0000) begin
					depRegs[numW] = 4'b0000;		 
					regs[numW] = dataW;				 
				end
			end
			if (wdep) begin	 
				depRegs[depID] = dadoDep;  
			end
			R0 = numR0;
			if (depRegs[R0] != 4'b0000) begin
				depR0 = depRegs[R0];	 
			end else begin
				depR0 = 4'b0000;
				dataR0 = regs[R0];  
			end
			R1 = numR1;
			if (depRegs[R1] != 4'b0000) begin
				depR1 = depRegs[R1];  
			end else begin
				depR1 = 4'b0000;
				dataR1 = regs[R1];	 
			end
		end
	end
endmodule
### design/flow/run.sh
#!/bin/bash
# OpenROAD 26Q1-2900-gdf79404cd8, Yosys 0.63+post, stock flow scripts
make -C /OpenROAD-flow-scripts/flow DESIGN_CONFIG=/design/flow/config.mk WORK_HOME=/design/flow/orfs finish
### design/flow/config.mk
export PLATFORM = sky130hd
export DESIGN_NAME = registerFile
export DESIGN_NICKNAME = registerFile
export VERILOG_FILES = /design/flow/design.v
export SDC_FILE = /design/flow/constraint.sdc
export NUM_CORES = 4
export LEC_CHECK = 1
export CORE_UTILIZATION = 50
### design/flow/constraint.sdc
current_design registerFile

set clk_period 6.3
set clk_io_pct 0.2

create_clock -name clk0 -period $clk_period [get_ports {CLK}]

set non_clock_inputs [all_inputs -no_clocks]
set_input_delay [expr $clk_period * $clk_io_pct] -clock clk0 $non_clock_inputs
set_output_delay [expr $clk_period * $clk_io_pct] -clock clk0 [all_outputs]
==> metrics.csv <==
metric,value,unit
gp_congestion,0.975,
period_needed,4600,ps
grt_pass1_wl,53.7,mm
track_usage,0.350,
ys_cells,1063,
tool_warnings,27,
postPlaceCellArea,11900,µm²
rr_startpoint,depRegs[6][0],
layout.area.comb,4800,µm²
worstReg2RegEnd,dataR1[1],
hold_buffers,0,
grt_pass1_vias,8522,
clk_path_buf_depth,2,
async_reset_ff_frac,0.800,
cts_tree,done,
areaGrowthSynthToFinish,16.1,%
fin_worst_skew,9.75,ps
status,completed,
ys_seq_frac,0.485,
yosysTopAreaCell,dfrtp_1,
dpl.hpwl,23.4,mm
tns,0,ps
crit_path_max_fanout,17,
grt_max_degree,126,
num_rows,53,
routedWlPerCell,25.4,µm
drv_slew,0,
num_io_pins,80,
vias,8748,
tightest_slew,1050,ps
maxCapViolCount,0,
top_area_frac,0.339,
pre_cts_ws,1270,ps
first_pass_iters,7,
cts_resized,0,
cts.reportedPaths.clkPinSlew,70,ps
routed_wl,35.7,mm
clock_latency,440,ps
synth_area,10800,µm²
htreeDepth,4,
hold_class,reg -> reg,
post-route-cell-area,12500,µm²
setup_viol,0,
leakage,6.16,nW
die_h,149,µm
edf_count,40,
yosysChipArea,10800,µm²
ys_ff,200,
rsz0062_at_grt,false,
fp.dieW,149,µm
antenna_found_initial,0,
cts_setup_buffers,0,
path_class,in -> reg,
drc_errors,0,
worstHoldPathCells,2,
io_buffers,79,
peakVddDrop,168,µV
numClockSinks,200,
regArea,5220,µm²
synth.most_common_cell,dfrtp_1,
critical_path_arrival,4710,ps
overflow,0,
die-area,22100,µm²
viasPerCell,6.21,
avgSynthCellArea,10.1,µm²
syn_inst,1063,
required,6410,ps
endpoint_kind,register,
fmaxAchievable,217,MHz
max-slew-margin-rel,0.293,
top_cells_by_area,"dfrtp_1 34%, edfxtp_1 11%, mux2i_1 11%",
drt_iter0_drc,779,
cts_buffers,17,
hold_viol_final,0,
synth_cell_types,71,
root_buffer,clkbuf_16,
antennaDiodeCount,0,
ff2ff_path_depth,6,
initCoreUtil,0.510,
detail-route-antenna-nets,0,
fin_ws,1700,ps
pwr_density_cell,255,nW/µm²
cp-startpoint,depW[0],
crit_end,dataR0[1],
synth-warning-count,3,
top_cells_by_count,"146 x dfrtp_1, 120 x mux2i_1, 111 x inv_1",
finalCritPeriodShare,0.731,
ff2ff_setup_slack,4110,ps
layout-drive-gt1-share,0.122,
fill_cells,1780,
start_kind,input pin,
fin_util,0.592,
core,21100,µm²
synth-main-ff-cell,dfrtp_1,
[area by class of cell]
| type | instances | share of cell area |
|---|---|---|
| sequential | 200 | 0.418 |
| multi-input combinational | 666 | 0.385 |
| timing repair buffer | 120 | 0.0873 |
| clock buffer | 20 | 0.0375 |
| inverter | 115 | 0.0349 |
| tap | 275 | 0.0275 |
| clock inverter | 12 | 0.0100 |
[per-layer routing]
layer  part of all wire  GRT usage
met4              0.032     0.0902
met2               0.44      0.496
met5                  0          0
met3              0.098      0.112
met1               0.43      0.543
[worst min-delay path by stage]
stage / slack (ps) / start / endpoint
finish: 500 / regs[4][11] / regs[4][11]
global route: 530 / regs[1][0] / regs[1][0]
CTS: 500 / regs[6][15] / regs[6][15]
[logic make-up after synthesis]
family	count (synthesis)	synth area share
simple gates	250	0.125
xor+xnor	6	0.00488
mux	152	0.147
flops	200	0.485
buf+inv	197	0.0713
compound gates	258	0.166
[metrics by stage]
step           instances  total power [mW]  hold WS (ps)
2_1_floorplan       1063              1.85           450
3_3_place_gp        1376              2.08           478
3_5_place_dp        1376              2.09           485
4_1_cts             1408              3.20           502
5_1_grt             1408              3.31           531
6_report            1408              3.18           504
[critical path: stages]
cell and delay (ps):
clkdlybuf4s50_1 430, or4b_1 730, or4b_4 800, nor3b_4 260, a32o_1 250, nor4_4 230
a22oi_2 110, nor4_4 270, buf_4 350
[where the power goes]
group | total [mW] | switching (mW) | internal [mW]
logic | 0.556 | 0.335 | 0.221
registers | 1.52 | 0.0528 | 1.46
clock network | 1.11 | 0.517 | 0.593
[state kept, by name, summed over array words and instances, names as in the netlist]
register  count
dataR0       16
dataR1       16
depRegs      32
depR0         4
regs        128
depR1         4
[placed cells by master (no fill, tap or decap), types with 5 or more instances in the layout]
master,Yosys,final
o22ai_1,41,41
dfstp_2,14,14
nor4_4,4,5
nor3_1,10,9
a211oi_1,6,6
nor2_1,49,49
clkdlybuf4s50_1,0,75
o211ai_1,5,5
nor4b_1,8,5
dfrtp_1,146,146
nor4bb_1,6,6
nand4_1,6,6
buf_4,1,40
o22a_1,6,6
nand3_1,34,34
a22o_1,26,26
clkbuf_16,0,18
a21oi_1,50,50
inv_1,111,110
a22oi_1,12,12
mux2_2,30,30
nand2_1,84,84
a31oi_1,5,5
a221oi_1,10,10
and3_1,9,9
edfxtp_1,40,40
o21ai_0,43,43
nand2b_1,6,6
mux2i_1,120,120
nor4_1,5,5
xnor2_1,5,5
a32oi_1,13,13
Power is estimated from default activity; no workload was simulated.
